<file path="./config.mk">
export PLATFORM = sky130hd
export DESIGN_NAME = double_to_sig16b
export DESIGN_NICKNAME = double_to_sig16b
export VERILOG_FILES = /design/flow/design.v
export SDC_FILE = /design/flow/constraint.sdc
export NUM_CORES = 4
export LEC_CHECK = 1
export CORE_UTILIZATION = 40
</file>
<file path="./constraint.sdc">
current_design double_to_sig16b

set clk_period 4.6
set clk_io_pct 0.2

create_clock -name clk0 -period $clk_period [get_ports {clk_operation}]

set non_clock_inputs [all_inputs -no_clocks]
set_input_delay [expr $clk_period * $clk_io_pct] -clock clk0 $non_clock_inputs
set_output_delay [expr $clk_period * $clk_io_pct] -clock clk0 [all_outputs]
</file>
<file path="./design.v">
module double_to_sig16b(
	sampling_cycle_counter,
	clk_operation,
	rst,
	enable,		
	double,
		sig16b
);
input [12:0] sampling_cycle_counter;
input clk_operation,rst,enable;
input [64-1:0] double;
output [16-1:0] sig16b;
wire [52:0] double_amp_shift;
reg [52:0] double_amp_unshift;
reg [10:0] double_exponent;
reg sig16b_sign;
wire [10:0] read_double_exp;
always @(posedge clk_operation) begin
		if (rst) begin
			double_amp_unshift <= 0;
	      		double_exponent <= 0;
		end
		else if (enable) begin 
			sig16b_sign <= double[63];
			if (read_double_exp[10] == 1) begin               
				double_amp_unshift <= 0;    
				double_exponent <= 0;
			end 
			else begin
				if (read_double_exp > 15) begin
					double_amp_unshift[52:38] <= 15'b111111111111111;    
					double_exponent <= 15;
				end
				else begin 
					double_amp_unshift[52] <= 1;
					double_amp_unshift[51:0] <= double[51:0];  
					double_exponent <= read_double_exp;     
				end
			end
		end
end
assign read_double_exp = double[62:52] - 1023;
assign double_amp_shift = double_amp_unshift >> (15 - double_exponent);
assign sig16b[14:0] = double_amp_shift[52:38];
assign sig16b[15] = sig16b_sign;
endmodule  
</file>
<file path="./run.sh">
#!/bin/bash
# OpenROAD 26Q1-2900-gdf79404cd8, Yosys 0.63+post, stock flow scripts
make -C /OpenROAD-flow-scripts/flow DESIGN_CONFIG=/design/flow/config.mk WORK_HOME=/design/flow/orfs finish
</file>
==> COMMIT_EDITMSG <==
Add synthesis and place-and-route results

* Post-synthesis cell type count: about 48
* Run status: finished clean
- In the routed design, unresolved DRC markers number 0.
* Dpl cell area: roughly 2300 sq um
* Synth Warn #: 1
* Routed metal-1 wire length: around 2.2 mm
- Total met2 wirelength after detailed routing: 1.79 mm
- Post-cts repair resize count: 0
* PnR Total Power: 592 uW
- In the final report, the number of pins over their slew limit comes to 0.
- Power density relative to cell area: roughly 250 nW/um^2
- The final timing report lists clock skew as 0 ps.
- For this run, the script counts the antenna cells in the layout as 0.
* 1st-iter DRT viols: around 110
* Async SR Flop Fraction: 0
- The run reported a max-capacitance violation count of 0.
- Post-route cell area: 2350 sq um
* DIE AREA: roughly 4900 sq um
- Worst Path Max Fanout: 18
- Remaining Overflow, GRT: 0
- Entering global routing, the biggest net connects 24 pins.
- DR vias: 1,597
* Slew of the pin with the lowest slew margin: 706 ps
- Number of endpoints failing setup at the final stage: 0
* Peak ir drop on the vdd network: 212 uV
- Total half-perimeter wirelength after legalization and detailed placement: 3.12 mm
- Path category of the worst min-delay check: flip-flop to flip-flop
- Data required time of the worst path: between 3000 and 4000 ps
- The horizontal die dimension reported for this design is 69.9 um.
- The initial antenna violation count was 0.
- Starting density of the core: 0.420
- The first global-routing pass estimated between 7 and 8 mm of wire.
* Post-CTS Setup Inserts: 0
* Combined area of all synthesized cells: ~1800 sq um
- Global-route total usage across every layer: 0.183
- ~96 I/O pins were placed.
- Per the post-place timing report, worst setup slack is around 1300 ps.
- The commonest cells after synthesis are dfxtp_1, nand2_1, nor2_1.
- Summed over all nets, wire length on met3 after detailed routing comes to 202 um.
* Post-Synthesis Cells: 197
* Mean cell area of the mapped netlist: approximately 9.3 sq um
* Maximum clock frequency: 276 MHz
- Count of flip-flops with a built-in enable after synthesis: 1
- Syn-to-layout area delta: 27.4%
- Fin crit share: 0.788
- CTS Root Cell: clkbuf_8
- In the log, the iteration count for the first detailed-route pass is 4.
- Clock Latency Late Sink: 270 ps
- Top flip-flop cell by instance count after synthesis: dfxtp_1
- Routed vias/inst: between 5 and 6
- Worst slew margin relative to its limit: 0.529
* Final Core Density: 0.535
- Top cells by area: dfxtp_1, o221a_1, mux2i_1
* # rows: 24
- The setup path with the least slack is of type flip-flop to output pin.
- Uppermost metal layer occupied by signal nets: met4
* Maximum level of the CTS H-tree: 1
- In the CTS report, the clock slew at the register clock pins of the worst setup and hold paths is listed as roughly 100 ps.
- After clock tree synthesis, the flow added hold-fix buffers numbering 0.
- After synthesis the netlist holds a flip-flop and latch count of 26.
- TritonCTS built the clock tree.
* Sequential area share after synthesis: 0.288
- The via count of the first global-routing pass was 1,497.
- Post-synthesis cell type with the largest instance count: dfxtp_1
* Log Warnings: 77
* Final TNS setup: 0 ps
* Post-synthesis cell type with the largest combined area: dfxtp_1
* Number of clock buffers inserted by TritonCTS: 3
* Core ar.: 4380 sq um
- Layout cell share with drive strength beyond 1: 0.125
- Ys cells: 197
- STA puts the critical path data arrival time at 2700 ps.
- Final Wtd Congestion: 0.886
- Setup repair after global routing left no endpoint under its margin.
- According to the floorplan report, the die height is 69.9 um.
- STA classifies the critical path endpoint as an output pin.
* Average wire length per cell after detail routing: 14.7 um
- Final Hold Viols: 0
- After layout, the minimum clock period comes to 3620 ps.
* Area fraction of the dominant cell type after synthesis: 0.272
* Maximum root-to-sink buffer count: 2
* Total leakage power: 0.862 nW
- Once detail routing completed, the nets flagged for antenna violations numbered 0.
* Area reported by Yosys stat: 1840 sq um
- The CTS log lists the clock sinks for this run as 26.
* Drt total wl: roughly 4.2 mm
* IO buf count: 44
* Type of element launching the critical path: flip-flop
* Final WS setup: around 980 ps
## report_power, final
part	leakage, nW	switching, mW	total, mW	internal (mW)
sequential	0.216	0.0230	0.262	0.239
combinational	0.611	0.0551	0.138	0.0831
clock	0.0357	0.0759	0.192	0.116
total	0.862	0.154	0.592	0.438
## cell usage in the layout (no fill, tap or decap), drive strengths merged, types with 3 or more instances in the layout
cell           count
a211oi             4
a21oi              4
a22oi              3
and2               5
and3               3
and4               3
clkbuf             3
clkdlybuf4s50     44
dfxtp             25
ha                 3
inv                8
mux2              12
mux2i             13
mux4               3
nand2             17
nand3              4
nor2              17
nor2b              6
nor3               4
o211ai             3
o21ai              5
o221a             18
## metrics by stage
step                      std cells  hold WS (ps)
after floorplan                 197           431
after global placement          280           443
after detailed placement        280           448
after CTS                       284           478
after global routing            284           500
final                           284           473
## layout make-up
| class | instances | area, sq um |
|---|---|---|
| Clock buffer | 3 | 41.3 |
| Clock inverter | 1 | 30.0 |
| Sequential cell | 26 | 531 |
| Inverter | 8 | 30.0 |
| Multi-Input combinational cell | 148 | 1190 |
| Tap cell | 52 | 65.1 |
| Timing Repair Buffer | 46 | 455 |
| Fill cell | 392 | 2040 |
## cell families after synthesis
kind of cell,after synthesis,share of synthesized area
compound gates,48,0.248
xor+xnor,4,0.0190
fa+ha+maj,3,0.0204
buf+inv,23,0.0639
flops,26,0.288
mux,28,0.181
simple gates,65,0.180
## worst max-delay path: stages, from the launching register on
cell and delay (ps):
dfxtp_1 750, inv_1 370, mux2_2 330, mux2_2 160, nor2_1 40, a211oi_1 260
clkdlybuf4s50_1 510
## registers in the layout, indices dropped and copies added (netlist names)
register / count
double_amp_unshift: 15
sig16b_sign: 1
double_exponent: 10
## routing by layer
layer  global-route usage  vias to the layer above
met5                    0                        -
met4               0.0156                        0
met3               0.0219                        2
met2                0.270                       53
met1                0.308                      719
li1                     -                      823
## worst paths after layout
kind | slack, ps | start | depth (start not counted) | end
max | 980 | double_exponent[0]$_SDFFE_PP0P_ | 6 | sig16b[0]
min | 470 | double_exponent[8]$_SDFFE_PP0P_ | 1 | double_exponent[8]$_SDFFE_PP0P_
max reg2reg | 3480 | double_exponent[1]$_SDFFE_PP0P_ | 1 | double_exponent[1]$_SDFFE_PP0P_
min reg2reg | 470 | double_exponent[8]$_SDFFE_PP0P_ | 1 | double_exponent[8]$_SDFFE_PP0P_
No activity file was given, so power comes from the tool's default toggle rates.
